===== flow/config.mk =====
export PLATFORM = sky130hd
export DESIGN_NAME = fsm_controller
export DESIGN_NICKNAME = fsm_controller
export VERILOG_FILES = /design/flow/design.v
export SDC_FILE = /design/flow/constraint.sdc
export NUM_CORES = 4
export LEC_CHECK = 1
export CORE_AREA = 10 10 101 101
export DIE_AREA = 0 0 111 111

===== flow/constraint.sdc =====
current_design fsm_controller

set clk_period 3.1
set clk_io_pct 0.2

create_clock -name clk0 -period $clk_period [get_ports {clk}]

set non_clock_inputs [all_inputs -no_clocks]
set_input_delay [expr $clk_period * $clk_io_pct] -clock clk0 $non_clock_inputs
set_output_delay [expr $clk_period * $clk_io_pct] -clock clk0 [all_outputs]

===== flow/design.v =====
module fsm_controller (
    input  wire         clk,
    input  wire         rst_n,
    input  wire         valid_in,
    input  wire         txFinish,
    output reg          en_gen_data,
    output reg          en_enc,
    output reg          en_bus,
    output reg          en_dec,
    output reg          en_trans_count,
    output reg          en_k_comp,
    output reg          trigger,
    output reg          done,
    output reg          start_tx,
	output reg          inn_rst_n
);
    localparam [2:0] IDLE = 3'd0;
    localparam [2:0] S0   = 3'd1;
    localparam [2:0] S1   = 3'd2;
    localparam [2:0] S2   = 3'd3;
    localparam [2:0] S3   = 3'd4;
    localparam [2:0] S4   = 3'd5;
    localparam [2:0] S5   = 3'd6;
    reg [2:0] state;
	reg [2:0] prev_state;
	reg [2:0] next_state_reg; 
    reg [10:0] cnt;
    reg [3:0]  state_counter;        
    always @(posedge clk or negedge rst_n) begin 
        if (~rst_n) begin
            state          <= IDLE;
            prev_state     <= IDLE;
            next_state_reg <= S0; 
            cnt            <= 11'd0;
            trigger        <= 1'b0;
            done           <= 1'b0;
            start_tx       <= 1'b0;
            state_counter  <= 4'd0; 
        end
        else begin
            prev_state <= state;
            start_tx <= 1'b0;
            done     <= 1'b0;
            case (state)
                IDLE: begin
                    trigger <= 1'b0;
                    if (valid_in) begin
                        state <= next_state_reg;   
                    end
			end
                S0, S1, S2, S3, S4: begin
                    trigger <= 1'b1;
                    if (cnt == 11'b11111111111) begin
                        cnt   <= 11'd0;
                        state <= S5;              
                    end 
                    else begin
                        cnt <= cnt + 1'b1;
                    end
                end
                S5: begin
                    trigger <= 1'b0;
                    if (prev_state != S5 && state == S5) begin
                        start_tx <= 1'b1;
                        done     <= 1'b1;
                    end
                    if (txFinish) begin
                        if (state_counter == 4'd15) begin
                            state_counter  <= 4'd0;
                            next_state_reg <= next_state_reg + 3'd1;
                        end
                        else begin
                            state_counter <= state_counter + 1'b1;
                        end
                        state <= IDLE;
                    end
                end
            endcase
        end
    end
    always @(*) begin
        en_gen_data    <= 1'b0;
        en_enc         <= 1'b0;
        en_bus         <= 1'b0;
        en_dec         <= 1'b0;
        en_trans_count <= 1'b0;
        en_k_comp      <= 1'b0;
        case (state)
            IDLE: begin
                inn_rst_n <= 0;
                if (valid_in == 1) begin
                    inn_rst_n <= 1;
                end
            end
            S0: begin
                en_gen_data <= 1'b1;
            end
            S1: begin
                en_gen_data <= 1'b1;
                en_enc      <= 1'b1;
            end
            S2: begin
                en_gen_data <= 1'b1;
                en_enc      <= 1'b1;
                en_bus      <= 1'b1;
            end
            S3: begin
                en_gen_data <= 1'b1;
                en_enc      <= 1'b1;
                en_bus      <= 1'b1;
                en_dec      <= 1'b1;
            end
            S4: begin
                en_gen_data    <= 1'b1;
                en_enc         <= 1'b1;
                en_bus         <= 1'b1;
                en_dec         <= 1'b1;
                en_trans_count <= 1'b1;
                en_k_comp      <= 1'b1;
            end
            S5: begin
            end
            default: begin
            end
        endcase
    end
endmodule

===== flow/run.sh =====
#!/bin/bash
# OpenROAD 26Q1-2900-gdf79404cd8, Yosys 0.63+post, stock flow scripts
make -C /OpenROAD-flow-scripts/flow DESIGN_CONFIG=/design/flow/config.mk WORK_HOME=/design/flow/orfs finish

==> impl_metrics.toml <==
# implementation run metrics
[cells_and_area]
fin_cells = 245
top_regs = "cnt x11, state_counter x4"
area_growth_pct = 21.3
final_area_um2 = 1620
largest_register = "cnt"
largest_register_ffs = 11
layout-drive-gt1-share_pct = 10.7
logic_area_um2 = 592
fill_cells = 869
seq_area_um2 = 667

[drt]
drt_iter0_drc = 58
vias = 922
antenna_left = 0
wl_per_cell_um = 10.1
drc = 0
viasPerCell = 3.76
drt_wl_total_mm = 2.48
num_antenna_cells = 0
dr.pass1.iters = 4

[placement]
dp_cells = 241
dp_slack_ps = 630
placed_cell_area_um2 = 1570
routabilityCongestion = 0.755
dp_hpwl_mm = 1.88
numPortBuffers = 13

[logic_synthesis]
syn_area_um2 = 1330
yosysTopAreaCell = "dfrtp_1"
ys_cells = 125
ys_area_um2 = 1330
async_flop_share_pct = 96.3
synth_cell_types = 39
area_leaders = "dfrtp_1 47%, ha_1 4.7%, xnor2_1 4.6%, nand2_1 3.7%, xor2_1 3.3%"
ys.flops = 27
yosysWarnings = 1
edf_count = 0
avgSynthCellArea_um2 = 10.7
syn_inst = 125
top_area_share_pct = 46.9
flop_cell = "dfrtp_1"

[setup_path]
crit_path_max_fanout = 14
crit_start = "state[1]$_DFFE_PN0P_"
path_class = "flip-flop to output pin"
startpoint_type = "flip-flop"
crit_arrival_ps = 2150
rr_startpoint = "state[1]$_DFFE_PN0P_"
cp.required_ps = 2480
cp-end-kind = "output pin"

[clocking]
cts_buffers = 3
ctsHoldBuffers = 0
cts-htree-levels = 1
post-cts-setup-buffers = 0
clock-root-buffer = "clkbuf_8"
cts_tree = "built"
clock_latency_ps = 270
clkSlewWorstSetupHoldPaths_ps = 90
clk_path_buf_depth = 2
post_cts_resized = 0

[final_timing]
final.period_utilization_pct = 89.3
setup-violations-final = 0
unclocked_pins = 1
period_minus_slack_ps = 2770
setup_tns_ps = 0
hold-worst-slack_ps = 442
fmax_mhz = 361
worstMarginPinSlew_ps = 633
rsz0062_at_grt = "no"
finalMaxSlewViolations = 0
slew_headroom_pct = 57.5
final.setup_skew_ps = 5.45
untimed_endpoints = 2
layout_setup_ws_ps = 333
hold_viol_final = 0

[global_route]
grt_max_degree = 27
track_usage_pct = 3.95
grt_pass1_vias = 844
grt_remaining_overflow = 0
antenna_found_initial = 0
grt_pass1_wl_mm = 4.28

[pwr]
powerDensity_nw_per_um2 = 335
vdd_drop_max_uv = 158
clkPwrFrac_pct = 35.3
p_comb_share_pct = 2.2
p_int_mw = 0.435
p_sw_mw = 0.107
p_sw_share_pct = 19.8
p_leak_nw = 0.709
p_seq_share_pct = 62.5

[hold_path]
hold_path.class = "flip-flop to flip-flop"
worstHoldStart = "prev_state[1]$_DFF_PN0_"

[die]
die_w_um = 111
dieArea_um2 = 12300
fp_util_pct = 16.4
dieHeight_um = 111
num_rows = 33
io_pins = 14
core_area_um2 = 8130

[flow_run]
stage_log_warnings = 26
cap_viol_max_count = 0

[outcome]
status = "complete, no violations"
-- final timing paths --
path / end / slack, ps / depth (start not counted)
hold / removal: start_tx$_DFF_PN0_ / 440 / 1
min in group asynchronous: state_counter[2]$_DFFE_PN0P_ / 710 / 2
max in group asynchronous: next_state_reg[0]$_DFFE_PN1P_ / 2080 / 2
setup reg to reg: state[0]$_DFFE_PN0P_ / 1150 / 8
setup / recovery: en_gen_data / 330 / 8
hold reg to reg: start_tx$_DFF_PN0_ / 440 / 1
-- power groups by stage --
stage | registers [mW] | clock network [mW] | logic, mW
after CTS | 0.339 | 0.200 | 0.0126
after global routing | 0.339 | 0.216 | 0.0140
final | 0.339 | 0.192 | 0.0119
-- metal layers --
metal	routed length [µm]	vias up	share of wire, %	track usage (%)
li1	-	470	-	-
met1	1300	432	52	6.16
met2	1020	18	41	5.46
met3	120	2	4.8	0.821
met4	42	0	1.7	0.694
met5	0	-	0	0
-- critical path, stage by stage (launching register included) --
cell and delay [ps]:
dfrtp_1 330, buf_4 180, inv_1 70, ha_1 360
inv_1 160, nor2_1 70, buf_4 170, inv_1 70
clkdlybuf4s50_1 470
-- synth_stat cells, types with 2 or more instances --
cell / n
o21ai_0: 4
nand3_1: 4
buf_4: 3
a22oi_1: 2
and3_1: 2
nor3_1: 5
xor2_1: 5
dfrtp_1: 25
xnor2_1: 7
nand2_1: 13
mux2_2: 2
o211ai_1: 2
a21oi_1: 3
inv_1: 8
nor2_1: 9
nand4_1: 3
buf_6: 2
ha_1: 5
-- metrics by stage --
step	power, mW	util (%)
floorplan	0.346	-
global placement	0.358	19.3
detailed placement	0.358	19.3
CTS	0.551	19.9
global route	0.569	19.9
finish	0.542	19.9
-- placed cells by master (no fill, tap or decap), types with 2 or more instances in the layout --
| cell type | netlist | routed |
|---|---|---|
| dfrtp_1 | 25 | 25 |
| nand2_1 | 13 | 13 |
| clkdlybuf4s50_1 | 0 | 13 |
| nor2_1 | 9 | 9 |
| inv_1 | 8 | 8 |
| xnor2_1 | 7 | 7 |
| nor3_1 | 5 | 5 |
| xor2_1 | 5 | 5 |
| ha_1 | 5 | 5 |
| o21ai_0 | 4 | 4 |
| nand3_1 | 4 | 4 |
| nand4_1 | 3 | 3 |
| a21oi_1 | 3 | 3 |
| clkbuf_8 | 0 | 3 |
| buf_4 | 3 | 3 |
| mux2_2 | 2 | 2 |
| o211ai_1 | 2 | 2 |
| a22oi_1 | 2 | 2 |
| and3_1 | 2 | 2 |
-- area by class of cell --
type,count,area share [%]
clock buffer,4,2.78
tap,105,8.12
multi-input combinational,85,36.6
timing repair buffer,16,9.44
inverter,8,1.86
sequential,27,41.2
-- kinds of logic after synthesis --
logic type | Yosys count | share of synthesized area, %
AOI/OAI and AO/OA | 20 | 12.2
xor gates and xnor gates | 12 | 7.88
adders and majority gates | 5 | 4.69
buffers and inverters | 13 | 5.63
DFF | 26 | 48.9
latches | 1 | 1.13
muxes | 2 | 1.69
and+or+nand+nor | 46 | 17.9
Power is estimated from default activity; no workload was simulated.
